## design/flow/run.sh

```bash
#!/bin/bash
# OpenROAD 26Q1-2900-gdf79404cd8, Yosys 0.63+post, stock flow scripts
make -C /OpenROAD-flow-scripts/flow DESIGN_CONFIG=/design/flow/config.mk WORK_HOME=/design/flow/orfs finish
```

## design/flow/config.mk

```make
export PLATFORM = sky130hd
export DESIGN_NAME = FourBitCPU
export DESIGN_NICKNAME = FourBitCPU
export VERILOG_FILES = /design/flow/design.v
export SDC_FILE = /design/flow/constraint.sdc
export NUM_CORES = 4
export LEC_CHECK = 1
export CORE_UTILIZATION = 50
export SYNTH_HDL_FRONTEND = slang
```

## design/flow/constraint.sdc

```tcl
current_design FourBitCPU

set clk_period 11.5
set clk_io_pct 0.2

create_clock -name clk0 -period $clk_period [get_ports {clk}]
create_clock -name clk1 -period $clk_period [get_ports {clk_load}]

set non_clock_inputs [all_inputs -no_clocks]
set_input_delay [expr $clk_period * $clk_io_pct] -clock clk0 $non_clock_inputs
set_output_delay [expr $clk_period * $clk_io_pct] -clock clk0 [all_outputs]
```

## design/flow/design.v

```verilog
module FourBitCPU(clk_load, reset, clk, myprogram, myinput, progReg, dataStore, stackReg, myoutput, HLT, s_flag, z_flag, c_flag);
	parameter n=4;
	input clk_load, reset, clk;  
	input [7:0] myprogram;			 
	input [n-1:0] myinput;					 
	reg [n-1:0] regs[1:0];  
	output reg [7:0] progReg[0:15];  
	output reg [n-1:0] dataStore[0:15];  
	output reg [n-1:0] stackReg[0:15];  
	output reg [n-1:0] myoutput;  
	output reg HLT, s_flag, z_flag, c_flag;	 
	reg [n-1:0] stackPoint, addPoint, temp;	 
	integer progCount = 0;  
	integer i = 0;
	initial								
	begin
		{s_flag, c_flag, z_flag, HLT} = 0;
		stackPoint = 4'b1110;
		regs[0] = 4'b0111;        
		regs[1] = 4'b0011;        
	end
	always @(posedge clk_load)
	begin
		if(i < 16)
		begin
			progReg[i] = myprogram;
			dataStore[i] = myinput;
			i = i + 1;
		end
	end
	always @(posedge clk)
	begin
		if(progCount < 16 && !HLT)  
			addPoint = progReg[progCount][3:0];	 
			begin
				casez(progReg[progCount])  
					8'b0000????:
					begin
						{c_flag, regs[0]} = regs[0] + regs[1];
						z_flag = (regs[0] == 0)? 1:0;
					end
					8'b0001????:
					begin					
						if (regs[0] < regs[1]) s_flag = 1;
						else s_flag = 0;
						regs[0] = regs[0]+(~regs[1]+1);
						z_flag = (regs[0] == 0)? 1:0;
					end
					8'b0010????:
					begin					
						temp = regs[0];
						regs[0] = regs[1];
						regs[1] = temp;
					end
					8'b0011????:
					begin					
						regs[0] = dataStore[addPoint];  
						z_flag = (regs[0] == 0)? 1:0;
					end
					8'b0100????:
					begin					
						temp[3] = c_flag;
						{regs[1], c_flag} = {regs[1], c_flag} >> 1;
						regs[1][3] = temp[3];  
					end
					8'b0101????: regs[0] = myinput;
					8'b0110????: myoutput = regs[0];
					8'b0111????:
					begin
					 regs[0] = regs[0]&regs[1];  
					 if (regs[0] == 0) z_flag = 1;
					 end
					8'b1000????:
					begin				
						c_flag = 0;  
						 temp = regs[0];
						 regs[0] = (regs[0]&regs[1]);
						 s_flag = regs[0][3];
						 regs[0] = temp;
					end
					8'b1001????:
					begin					
						regs[1] = regs[1] | dataStore[addPoint];  
					end
					8'b1010????:
					begin					
						regs[0] = regs[0] ^ dataStore[addPoint];
						if (regs[0] == 0) z_flag = 1;
						else z_flag = 0;
					end
					8'b1011????:
					begin				
						stackPoint = stackPoint - 1;
						stackReg[stackPoint] = regs[1];
					end
					8'b1100????:
					begin				
						regs[1] = stackReg[stackPoint];
						stackPoint = stackPoint + 1;
					end
					8'b1111????:
					begin	
						HLT = 1;
					end						
				endcase
			progCount = progCount + 1;
			end
	end
endmodule 
```

==> run_summary.xml <==
<?xml version="1.0" encoding="UTF-8"?>
<metrics>
  <group name="status">
    <metric name="outcome" unit="">completed</metric>
  </group>
  <group name="min_path">
    <metric name="timing.hold.worst_path_depth" unit="">0</metric>
    <metric name="hold_start" unit="">regs[0]</metric>
    <metric name="worst_hold_path.endpoint" unit="">myoutput[0]</metric>
    <metric name="worstHoldPathType" unit="">register to register</metric>
  </group>
  <group name="synthesis">
    <metric name="synth.distinct_cells" unit="">53</metric>
    <metric name="postSynthAreaPerCell" unit="um^2">18.04</metric>
    <metric name="post_syn_area" unit="um^2">12340</metric>
    <metric name="post_synth_inst_count" unit="">684</metric>
    <metric name="synth-area-yosys" unit="um^2">12340</metric>
    <metric name="postSynthSeqShare" unit="">0.7536</metric>
    <metric name="synth_area_leader_cell" unit="">sky130_fd_sc_hd__edfxtp_1</metric>
    <metric name="synth-warning-count" unit="">0</metric>
    <metric name="area_leaders" unit="">sky130_fd_sc_hd__edfxtp_1 (75%), sky130_fd_sc_hd__mux4_2 (4.9%), sky130_fd_sc_hd__xnor2_1 (2.0%)</metric>
    <metric name="dominant_cell_area_share" unit="">0.7471</metric>
    <metric name="synth-edff-count" unit="">307</metric>
    <metric name="synth-async-reset-ratio" unit="">0</metric>
    <metric name="yosysCellCount" unit="">684</metric>
    <metric name="flop_cell" unit="">sky130_fd_sc_hd__edfxtp_1</metric>
    <metric name="synth_flops" unit="">311</metric>
  </group>
  <group name="cts">
    <metric name="clock_tree_from_tritoncts" unit="">done</metric>
    <metric name="holdBufCountCts" unit="">0</metric>
    <metric name="cts.sink_count" unit="">311</metric>
    <metric name="cts_setup_buffers" unit="">0</metric>
    <metric name="cts.reportedPaths.clkPinSlew" unit="ns">0.07</metric>
    <metric name="ctsResizeCount" unit="">0</metric>
  </group>
  <group name="timing">
    <metric name="worstMarginPinSlew" unit="ns">0.8529</metric>
    <metric name="grt_setup_unrepaired" unit="">no</metric>
    <metric name="timing.setup.tns" unit="ns">0</metric>
    <metric name="maxSlewViolCount" unit="">0</metric>
    <metric name="fin_worst_skew" unit="ns">0.02612</metric>
    <metric name="maxSlewHeadroom" unit="">0.4314</metric>
    <metric name="setup_viol_count_final" unit="">0</metric>
    <metric name="timing.final.hold_violations" unit="">0</metric>
  </group>
  <group name="floorplanning">
    <metric name="floorplan.core_area" unit="um^2">24250</metric>
    <metric name="floorplan.initialDensity" unit="">0.5089</metric>
    <metric name="die.size.x" unit="um">159.1</metric>
    <metric name="std_cell_rows" unit="">57</metric>
    <metric name="count_of_pins_on_the_block_boundary" unit="">279</metric>
    <metric name="overall_die_height" unit="um">159.1</metric>
    <metric name="fp.dieArea" unit="um^2">25310</metric>
  </group>
  <group name="routing">
    <metric name="remaining_drc_errors" unit="">0</metric>
    <metric name="antenna-diode-count" unit="">0</metric>
    <metric name="route.detailed.wl_per_inst" unit="um">24.12</metric>
    <metric name="drt-vias-per-instance" unit="">5.583</metric>
    <metric name="wl" unit="um">32270</metric>
    <metric name="dr.pass1.iters" unit="">4</metric>
    <metric name="drt-initial-drc-count" unit="">508</metric>
    <metric name="drt.antenna.violating_nets" unit="">0</metric>
    <metric name="dr_total_vias" unit="">7470</metric>
  </group>
  <group name="critical_path">
    <metric name="startpoint_type" unit="">register</metric>
    <metric name="crit-reg2reg-launch" unit="">progCount[0]</metric>
    <metric name="timing.critical_path.required" unit="ns">9.20</metric>
    <metric name="worstPathArrival" unit="ns">1.43</metric>
    <metric name="worstPathCellList" unit="">clkdlybuf4s50_1</metric>
    <metric name="critical_path.endpoint_type" unit="">primary output</metric>
    <metric name="critical-path-top-delay-family" unit="">buffers and inverters</metric>
    <metric name="worst_r2r_path_depth" unit="">6</metric>
    <metric name="max_stage_delay" unit="ns">0.58</metric>
    <metric name="regToRegEndpoint" unit="">stackReg[63]</metric>
    <metric name="critPathKind" unit="">register to primary output</metric>
    <metric name="critical_path.slowest_cell" unit="">sky130_fd_sc_hd__clkdlybuf4s50_1</metric>
    <metric name="maximum_fanout_along_the_worst_path" unit="">2</metric>
    <metric name="crit_buf_inv" unit="">1</metric>
    <metric name="reg_to_reg_setup_timing_slack" unit="ns">7.86</metric>
  </group>
  <group name="pwr">
    <metric name="ir_drop" unit="mV">0.1423</metric>
    <metric name="power.total" unit="mW">2.269</metric>
    <metric name="p_leak" unit="nW">5.646</metric>
    <metric name="pwr_density_cell" unit="nW/um^2">136.4</metric>
  </group>
  <group name="placement">
    <metric name="routabilityCongestion" unit="">0.9520</metric>
    <metric name="numPortBuffers" unit="">275</metric>
    <metric name="numPlacedInstances" unit="">1281</metric>
    <metric name="post-dp-hpwl" unit="um">22720</metric>
  </group>
  <group name="global_route">
    <metric name="grt_start_max_net_pins" unit="">33</metric>
    <metric name="grt_overflow" unit="">0</metric>
    <metric name="antenna_found_initial" unit="">0</metric>
    <metric name="global_route_wire_length_before_repair" unit="um">48710</metric>
    <metric name="first_global_vias" unit="">7924</metric>
    <metric name="groute.usage.overall" unit="">0.2933</metric>
  </group>
  <group name="cells_and_area">
    <metric name="final_layout_top_logic_cell" unit="">sky130_fd_sc_hd__edfxtp_1</metric>
    <metric name="drive_gt1_frac" unit="">0.1203</metric>
    <metric name="layout_top_cells_excl_fill_tap" unit="">sky130_fd_sc_hd__edfxtp_1 (307), sky130_fd_sc_hd__clkdlybuf4s50_1 (275), sky130_fd_sc_hd__clkbuf_16 (33), sky130_fd_sc_hd__nand2_1 (29), sky130_fd_sc_hd__xnor2_1 (28)</metric>
    <metric name="post_layout_nonfiller_instances" unit="">1338</metric>
    <metric name="syn_to_final_growth" unit="%">34.80</metric>
  </group>
  <group name="run">
    <metric name="warning_count" unit="">40</metric>
    <metric name="max_capacitance_violation_count" unit="">0</metric>
  </group>
</metrics>
[power breakdown]
| group | switching, mW | leakage (nW) | internal (mW) | total [mW] |
|---|---|---|---|---|
| Combinational | 0.0120 | 2.26 | 0.00471 | 0.0167 |
| Sequential | 0 | 2.88 | 1.24 | 1.24 |
| Clock | 0.435 | 0.505 | 0.581 | 1.02 |
| Total | 0.447 | 5.65 | 1.82 | 2.27 |
[worst max path at each step]
stage / slack, ns / endpoint / depth (start not counted) / start
final: 7.77 / progReg[85] / 1 / progReg[85]
after global routing: 7.56 / stackReg[50] / 6 / progCount[0]
after CTS: 7.74 / progReg[85] / 1 / progReg[85]
[sequential cells by signal (all words and copies together) (netlist names)]
name	count
c_flag	1
dataStore	64
i	32
myoutput	4
progCount	4
progReg	128
regs	8
s_flag	1
stackPoint	4
stackReg	64
z_flag	1
[Yosys cell counts (2+ instances only)]
cell / instances
sky130_fd_sc_hd__a211oi_1: 5
sky130_fd_sc_hd__a21oi_1: 11
sky130_fd_sc_hd__a221oi_1: 3
sky130_fd_sc_hd__a2bb2oi_1: 2
sky130_fd_sc_hd__a31o_2: 2
sky130_fd_sc_hd__a31oi_1: 4
sky130_fd_sc_hd__a32oi_1: 2
sky130_fd_sc_hd__and2_1: 17
sky130_fd_sc_hd__and3_1: 12
sky130_fd_sc_hd__and4_1: 7
sky130_fd_sc_hd__buf_2: 3
sky130_fd_sc_hd__buf_4: 4
sky130_fd_sc_hd__clkbuf_1: 16
sky130_fd_sc_hd__dfxtp_1: 4
sky130_fd_sc_hd__edfxtp_1: 307
sky130_fd_sc_hd__fa_1: 2
sky130_fd_sc_hd__ha_1: 19
sky130_fd_sc_hd__inv_1: 15
sky130_fd_sc_hd__mux2_2: 4
sky130_fd_sc_hd__mux2_4: 3
sky130_fd_sc_hd__mux2i_1: 5
sky130_fd_sc_hd__mux2i_2: 2
sky130_fd_sc_hd__mux4_1: 6
sky130_fd_sc_hd__mux4_2: 27
sky130_fd_sc_hd__nand2_1: 29
sky130_fd_sc_hd__nand2b_1: 3
sky130_fd_sc_hd__nand3_1: 25
sky130_fd_sc_hd__nand4_1: 10
sky130_fd_sc_hd__nor2_1: 26
sky130_fd_sc_hd__nor2b_1: 6
sky130_fd_sc_hd__nor3_1: 17
sky130_fd_sc_hd__nor4_1: 11
sky130_fd_sc_hd__o211ai_1: 2
sky130_fd_sc_hd__o21a_1: 2
sky130_fd_sc_hd__o21ai_0: 5
sky130_fd_sc_hd__o21bai_1: 3
sky130_fd_sc_hd__o22ai_1: 2
sky130_fd_sc_hd__o32ai_1: 4
sky130_fd_sc_hd__or2_2: 2
sky130_fd_sc_hd__xnor2_1: 28
sky130_fd_sc_hd__xor2_1: 15
[cells by family after synthesis]
| kind of cell | after synthesis | share of synthesized area |
|---|---|---|
| flops | 311 | 0.7536 |
| simple gates | 168 | 0.07220 |
| compound gates | 51 | 0.02880 |
| mux | 48 | 0.07747 |
| xor+xnor | 43 | 0.03052 |
| buf+inv | 41 | 0.01460 |
| fa+ha+maj | 21 | 0.02251 |
| other cells | 1 | 0.0003039 |
[layer usage]
metal | track usage | part of all wire | wire (um)
met5 | 0.01326 | 0.0015 | 47
met4 | 0.07867 | 0.035 | 1145
met3 | 0.1624 | 0.14 | 4625
met2 | 0.4220 | 0.47 | 15310
met1 | 0.4342 | 0.35 | 11150
[layout make-up]
| type | count | area (um^2) |
|---|---|---|
| Sequential cell | 311 | 9299 |
| Fill cell | 1569 | 7615 |
| Tap cell | 324 | 405.4 |
| Clock buffer | 38 | 844.6 |
| Multi-Input combinational cell | 332 | 2898 |
| Timing Repair Buffer | 298 | 2925 |
| Inverter | 16 | 60.06 |
| Clock inverter | 19 | 201.4 |
[metrics by stage]
step | area [um^2] | setup slack, ns | hold slack (ns) | utilization
floorplan | 12340 | 8.270 | 0.4563 | -
global placement | 15590 | 7.580 | 0.4995 | 0.6428
finish | 16630 | 7.766 | 0.5090 | 0.6860
CTS | 16630 | 7.737 | 0.5090 | 0.6860
global route | 16630 | 7.560 | 0.5300 | 0.6860
detailed placement | 15590 | 7.572 | 0.5004 | 0.6428
Power and IR drop assume default switching activity.
